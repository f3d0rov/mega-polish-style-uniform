## design.v

```verilog
module register_file
(
  input  logic        clk_i,
  input  logic        write_enable_i,
  input  logic [ 4:0] write_addr_i,
  input  logic [ 4:0] read_addr1_i,
  input  logic [ 4:0] read_addr2_i,
  input  logic [31:0] write_data_i,
  output logic [31:0] read_data1_o,
  output logic [31:0] read_data2_o
);
logic [31:0] rf_mem [31:0];
logic do_write;
initial begin
    rf_mem [0] <= 32'b0;
end
assign do_write = write_enable_i & (write_addr_i > 0);
assign read_data1_o = rf_mem [read_addr1_i];
assign read_data2_o = rf_mem [read_addr2_i];
always_ff @(posedge clk_i) begin
    if (do_write) begin
        rf_mem [write_addr_i] <= write_data_i;
    end
end
endmodule
```

## run.sh

```bash
#!/bin/bash
# OpenROAD 26Q1-2900-gdf79404cd8, Yosys 0.63+post, stock flow scripts
make -C /OpenROAD-flow-scripts/flow DESIGN_CONFIG=/design/flow/config.mk WORK_HOME=/design/flow/orfs finish
```

## config.mk

```make
export PLATFORM = sky130hd
export DESIGN_NAME = register_file
export DESIGN_NICKNAME = register_file
export VERILOG_FILES = /design/flow/design.v
export SDC_FILE = /design/flow/constraint.sdc
export NUM_CORES = 4
export LEC_CHECK = 1
export CORE_UTILIZATION = 40
```

## constraint.sdc

```tcl
current_design register_file

set clk_period 7.5
set clk_io_pct 0.2

create_clock -name clk0 -period $clk_period [get_ports {clk_i}]

set non_clock_inputs [all_inputs -no_clocks]
set_input_delay [expr $clk_period * $clk_io_pct] -clock clk0 $non_clock_inputs
set_output_delay [expr $clk_period * $clk_io_pct] -clock clk0 [all_outputs]
```

==> results.tsv <==
metric	value	unit
status	completed	
io_buffers	112	
yosysTopAreaCell	edfxtp_1	
tightest_slew	0.941	ns
htreeDepth	3	
placed_area	0.0522	mm²
max_freq	0.164	GHz
clockBufferDepth	3	
overflow	0	
cts_buffers	105	
layout.area.comb	0.0169	mm²
drive_gt1_share	9.46	%
leakage	20.3	nW
grt_pass1_wl	219	mm
simple_gate_share	4.71	%
grt_max_degree	99	
syn_area	0.0488	mm²
ys_cells	3386	
topCellsByArea	edfxtp_1 (63%), mux2i_1 (21%), a22oi_1 (3.0%)	
clkTransAtPathRegs	0.06	ns
reg.largest.list	rf_mem: 1024 flops	
route.detailed.drc	0	
setup_violations	0	
cp_cell_sequence	clkdlybuf4s50_1 -> nor2b_4 -> buf_4 -> buf_4 -> a22o_1 -> nor3_1 -> a31oi_1 -> nand3_1 -> clkdlybuf4s50_1	
cp.required	6.00	ns
crit_cells	9	
path_delay_family	buffers and inverters	
synth.distinct_cells	24	
fp.coreArea	0.120	mm²
cp_max_fo	21	
holdCritPathClass	input port to flip-flop	
track_usage	26.9	%
utilization	46.0	%
clockRootBuffer	clkbuf_16	
max_slew_margin	37.1	%
maxSlewViolCount	0	
synthAdderAreaFrac	0	%
largest-register	rf_mem	
critPathArrivalTime	4.59	ns
num_rows	127	
synthesis.instances	3386	
rsz0062_at_grt	false	
vias_per_cell	5.95	
ant_nets	0	
hold_violations	0	
flop_area	0.0307	mm²
hpwl	86.1	mm
route.antenna.diode_count	0	
xor_area_share	0	%
crit_path_max_incr_delay	0.80	ns
period_needed	6.09	ns
synth_warnings	1	
post_cts_buffers	0	
grt_pass1_vias	31778	
critical_path_class	input port to output pin	
mux_share	21.0	%
ys_ff	1024	
cts-resized-gates	0	
final.fill_count	10505	
ios	113	
antenna_found_initial	12	
vias	31108	
initCoreUtil	40.5	%
worst_path_max_delay_cell	nor2b_4	
cts_tree	built	
maxCapViolCount	0	
cts_hold_buffers	0	
routed_wl	154	mm
path_buffers	4	
startpoint	read_addr1_i[2]	
postSynthAreaPerCell	14.4	µm²
worst_ir_drop_vdd	0.189	mV
chip_area	0.123	mm²
fin_tns_setup	0	ns
final_cell_area	0.0554	mm²
synthAoiAreaFrac	8.05	%
yosysChipArea	0.0488	mm²
wire_per_inst	29.5	µm
startpoint_type	input port	
crit_end	read_data1_o[7]	
finalClockPeriodUsage	81.1	%
dr.pass1.iters	5	
die_y	351	µm
warning_count	26	
gp_congestion	0.875	
topCombFamilyByArea	multiplexers	
cp-end-kind	output pin	
drtIter0Drc	2278	
synth_largest_type_area_fraction	63.1	%
powerDensity	227	mW/mm²
largest_reg_flops	1024	
yosysSeqAreaShare	63.1	%
cts.sinks	1024	
die_w	351	µm
areaGrowthSynthToFinish	13.6	%
-- Yosys cell counts --
master / count
clkbuf_1: 82
a22o_1: 128
or2_2: 2
a22oi_1: 192
conb_1: 1
buf_1: 11
and2_1: 2
a21oi_1: 192
nand3_1: 194
buf_2: 62
nor2_1: 34
nor2b_1: 4
nor3_1: 64
nand2_1: 195
buf_6: 37
or3_1: 1
a31oi_1: 64
mux2i_1: 1024
nand3b_1: 5
buf_4: 57
clkbuf_4: 4
or3b_2: 3
nand2b_1: 4
edfxtp_1: 1024
-- cell type report --
cell class	count	share of cell area [%]
flip-flops and latches	1024	55.5
multi-input cells	2140	30.5
clock buffers	129	4.94
repair buffers	260	4.54
well taps	1612	3.64
clock inverters	64	0.876
-- worst min-delay path by stage --
stage	startpoint	endpoint	slack, ns	depth (start not counted)
CTS	write_data_i[17]	rf_mem[29][17]$_DFFE_PP_	1.60	2
global route	write_data_i[19]	rf_mem[16][19]$_DFFE_PP_	1.65	2
finish	write_data_i[17]	rf_mem[29][17]$_DFFE_PP_	1.63	2
-- where the power goes --
group | total (mW) | leakage, nW | internal (mW) | switching, mW
clock | 4.97 | 1.58 | 2.79 | 2.18
sequential | 6.41 | 9.25 | 6.38 | 0.0323
combinational | 1.20 | 9.50 | 0.458 | 0.745
total | 12.6 | 20.3 | 9.63 | 2.96
-- cell usage in the layout, fill, tap and decap left out --
cell type and instances:
bufinv_16 6, clkinv_2 22, nand2b_2 4, a21oi_1 192
clkinvlp_4 2, or3b_2 3, nor2b_4 4, buf_4 126
mux2i_1 1024, conb_1 32, nor2_4 33, clkbuf_1 23
nand2_2 2, nand3_1 194, clkinv_8 3, buf_8 2
clkdlybuf4s50_1 110, a22o_1 128, or3_1 1, clkinv_1 28
nor2_1 1, edfxtp_1 1024, and2_4 2, buf_12 22
nor3_1 64, nand3b_1 5, or2_2 2, nand2_1 193
a31oi_1 64, inv_6 3, a22oi_1 192, clkbuf_16 106
-- through the flow --
step | instances | power, mW | setup slack [ns] | hold slack [ns]
after floorplan | 3417 | 7.20 | 3.45 | 1.60
after global placement | 5036 | 7.72 | 1.48 | 2.33
after detailed placement | 5036 | 7.73 | 1.42 | 2.33
after CTS | 5229 | 12.6 | 1.42 | 1.60
after global routing | 5229 | 12.9 | 1.29 | 1.65
final | 5229 | 12.6 | 1.41 | 1.63
-- cells by family after synthesis --
kind of cell / after synthesis
mux: 1024
compound gates: 576
other cells: 1
buf+inv: 253
simple gates: 508
flops: 1024
-- routing by layer --
| layer | routed length [µm] | vias to the layer above | share of wire, % | track usage [%] |
|---|---|---|---|---|
| met5 | 194 | - | 0.13 | 0.275 |
| met4 | 5420 | 26 | 3.5 | 7.67 |
| met3 | 21400 | 315 | 14 | 15.5 |
| met2 | 72100 | 1730 | 47 | 40.4 |
| met1 | 55000 | 15388 | 36 | 34.2 |
| li1 | - | 13649 | - | - |
Power figures rest on the tool's default switching activity, not on a simulated workload.
