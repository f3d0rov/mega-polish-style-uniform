==> design/flow/design.v <==
module fulladder4(
  input  logic [3:0] a_i,
  input  logic [3:0] b_i,
  input  logic       carry_i,
  output logic [3:0] sum_o,
  output logic       carry_o
);
    logic carry_to [3:1];
    fulladder fd0 (
        .a_i (a_i[0]),
        .b_i (b_i[0]),
        .carry_i (carry_i),
        .sum_o (sum_o [0]),
        .carry_o (carry_to [1])
    );
    fulladder fd1 (
        .a_i (a_i[1]),
        .b_i (b_i[1]),
        .carry_i (carry_to [1]),
        .sum_o (sum_o [1]),
        .carry_o (carry_to [2])
    );
    fulladder fd2 (
        .a_i (a_i[2]),
        .b_i (b_i[2]),
        .carry_i (carry_to [2]),
        .sum_o (sum_o [2]),
        .carry_o (carry_to [3])
    );
    fulladder fd3 (
        .a_i (a_i[3]),
        .b_i (b_i[3]),
        .carry_i (carry_to [3]),
        .sum_o (sum_o [3]),
        .carry_o (carry_o)
    );
endmodule
module fulladder(
  input  logic a_i,
  input  logic b_i,
  input  logic carry_i,
  output logic sum_o,
  output logic carry_o
);
assign AxorB = a_i ^ b_i;
assign sum_o = AxorB ^ carry_i;
assign AandCarry = a_i & carry_i;
assign AandB = a_i & b_i;
assign BandCarry = b_i & carry_i;
assign AandBorAandCarry = AandB | AandCarry;
assign carry_o = AandBorAandCarry | BandCarry;
endmodule
==> design/flow/run.sh <==
#!/bin/bash
# OpenROAD 26Q1-2900-gdf79404cd8, Yosys 0.63+post, stock flow scripts
make -C /OpenROAD-flow-scripts/flow DESIGN_CONFIG=/design/flow/config.mk WORK_HOME=/design/flow/orfs finish
==> design/flow/config.mk <==
export PLATFORM = sky130hd
export DESIGN_NAME = fulladder4
export DESIGN_NICKNAME = fulladder4
export VERILOG_FILES = /design/flow/design.v
export SDC_FILE = /design/flow/constraint.sdc
export NUM_CORES = 4
export LEC_CHECK = 1
export CORE_AREA = 10 10 70 70
export DIE_AREA = 0 0 80 80
==> design/flow/constraint.sdc <==
current_design fulladder4

set clk_period 2.2
set clk_io_pct 0.2

create_clock -name clk0 -period $clk_period

set non_clock_inputs [all_inputs -no_clocks]
set_input_delay [expr $clk_period * $clk_io_pct] -clock clk0 $non_clock_inputs
set_output_delay [expr $clk_period * $clk_io_pct] -clock clk0 [all_outputs]
==> job_summary.md <==
### Flow metrics

| Metric | Value |
|---|---|
| WHS Path Cells | `3` |
| Register area share after synthesis | `0` |
| Synth unique cells | `3` |
| Site Rows | `21` |
| Initial antenna violation count | `0` |
| Post-synthesis xor/xnor area fraction | `0` |
| Buf+Inv Stages, Crit Path | `6` |
| DR WL/cell | `6.82 microns` |
| Initial core utilization | `0.0432` |
| Max_cap viols | `0` |
| Postcts setup bufs | `0` |
| Status | `complete, but fails checks` |
| Mapped Area | `roughly 150 sq um` |
| Iter 0 DRT Violations | `0` |
| Die area | `between 6000 and 7000 sq um` |
| Worst Path Max Fanout | `1` |
| CP endpoint kind | `output port` |
| Syn_area_per_cell | `8.20 sq um` |
| Seq cells | `0` |
| I/O Pins | `14` |
| Post-route cell area | `between 300 and 400 sq um` |
| Final Power | `0.0587 mW` |
| Met2 Use GR | `0.0241` |
| Total wire length | `505 microns` |
| Total GRT Usage | `0.0144` |
| Comb area leader | `adder cells` |
| Detailed placement HPWL | `513 microns` |
| Placement Cell Area | `roughly 320 sq um` |
| YS chip area | `148 sq um` |
| Critical path required time | `roughly 1800 ps` |
| Fraction of layout cells with a size suffix above 1 | `0.500` |
| # clk buffers | `0` |
| Worst VDD drop | `about 0.021 mV` |
| RePlAce Congestion | `0.661` |
| Chip Height | `80 microns` |
| Final WS setup | `-327 ps` |
| Layout area overhead | `112%` |
| Setup TNS | `-457 ps` |
| CP most frequent cell | `fa_2` |
| Initial DRT Pass Iterations | `1` |
| Simple share | `0` |
| Die x size | `approximately 80 microns` |
| RSZ-0062 raised after global routing | `true` |
| Worst Tran Pin Value | `110 ps` |
| # diodes | `0` |
| Hold crit path type | `primary input to output port` |
| PD cells | `188 nW/um^2` |
| Final tally of max-slew violations | `0` |
| Final worst path period need | `2530 ps` |
| Top delay family on crit path | `adder cells` |
| Fillers | `just over 400` |
| GR Layer Usage met1 | `0.0140` |
| Stages on worst setup path | `10` |
| Register area | `0 sq um` |
| Aoi share | `0` |
| Setup-failing EPs final | `2` |
| Core area | `3420 sq um` |
| Max Fclk | `396 MHz` |
| Slowest stage delay, CP | `around 400 ps` |
| Routed vias/inst | `1.66` |
| Final Hold Viols | `0` |
| Failing checks | `negative setup slack` |
| Rel. slew slack | `0.927` |
| PortBufs | `14` |
| Mux share | `0` |
| Total vias in the final route | `between 100 and 150` |
| Yosys warns | `7` |
| CP arrival | `2090 ps` |
| LEAKAGE | `0.141 nW` |
| First-pass GRT wire length | `696 microns` |
| Final Core Density | `0.0916` |
| Startpoint Class | `primary input` |
| Slowest stage cell, crit path | `fa_1` |
| Adder-Cell Fraction of Synth Area | `0.542` |
| Setup CP Type | `primary input to output port` |
| Vias in the first global route | `approximately 140` |
| Gr ovfl total | `0` |
| # DRC | `0` |
| Final hold slack | `1510 ps` |
| GR Layer Usage met3 | `0.0125` |
| Post-DRT Antenna Nets | `0` |
| Top Usage Layer GRT | `met2` |
| Synth Instances | `18` |
| Critical path cell sequence | `buf_6 > inv_4 > fa_2 > inv_2 > fa_2 > fa_2 > inv_2 > fa_1 > inv_1 > buf_2` |
| # Cells Yosys | `18` |
| Pin count of the biggest net entering global routing | `2` |
| Tool warnings | `35` |
| CTS Hold Bufs | `0` |
| Period Utilization, post-route | `1.15` |
==> layout make-up <==
cell class	instances	area, sq um	share of cell area
tap	46	57.6	0.184
multi-input combinational	4	87.6	0.280
timing repair buffer	14	125	0.400
inverter	10	42.5	0.136
==> synth_stat cells, drive strengths merged <==
cell  count  area share
buf       4        0.20
fa        4        0.54
inv      10        0.25
==> kinds of logic (layout without fill, tap and decap cells) <==
| kind of cell | count (synthesis) | count (layout) |
|---|---|---|
| adder cells (fa/ha/maj) | 4 | 4 |
| buffers and inverters | 14 | 24 |
==> report_power, final <==
group          leakage (nW)  total (mW)  switching, mW  internal, mW
registers                 0           0              0             0
logic                 0.141      0.0587         0.0212        0.0375
clock network             0           0              0             0
==> path summary, 6_finish.rpt <==
path,startpoint,end,slack [ps]
max,carry_i,sum_o[3],-330
min,b_i[1],sum_o[1],1510
==> stage by stage <==
stage / cells / worst slack [ps]
final: 74 / -327
after global routing: 74 / -391
after CTS: 74 / -402
after detailed placement: 74 / -1060
after global placement: 74 / -1050
after floorplan: 18 / -182
==> layer usage <==
metal,share of wire,vias to the layer above
li1,-,60
met1,0.34,56
met2,0.46,7
met3,0.20,0
met4,0,0
met5,0,-
==> cells in the final DEF, fill, tap and decap left out, drive strengths merged <==
cell           instances
clkdlybuf4s50          5
dlygate4sd2            3
buf                    5
fa                     4
inv                   10
clkbuf                 1
==> timing repair <==
action / 4_1_cts / 5_1_grt
endpoints found under the setup margin: 5 / 3
pin swaps: 4 / 3
resized: 31 / 2
Power and IR drop assume default switching activity.
